==> design/flow/design.v <==
module drebezg
#(
    parameter		CNT_WIDTH = 16
)
(
    input clk_i,
	input rst_i,
    input sw_i,  
    output reg sw_state_o,  
    output reg sw_down_o,  
    output reg sw_up_o   
);
reg	 [1:0] sw_r;
always @ (posedge rst_i or posedge clk_i)
if (rst_i)
		sw_r   	<= 2'b00;
else
		sw_r    <= {sw_r[0], ~sw_i};
reg [CNT_WIDTH-1:0] sw_count;
wire sw_change_f = (sw_state_o != sw_r[1]);
wire sw_cnt_max = &sw_count;	
always @(posedge rst_i or posedge clk_i)
if (rst_i)
begin
	sw_count <= 0;
	sw_state_o <= 0;
end 
else if(sw_change_f)	
   	begin
		sw_count <= sw_count + 'd1;  
		if(sw_cnt_max) sw_state_o <= ~sw_state_o;  
	end
	else  sw_count <= 0;  
always @(posedge clk_i)
begin
	sw_down_o <= sw_change_f & sw_cnt_max & ~sw_state_o;
	sw_up_o <= sw_change_f & sw_cnt_max &  sw_state_o;
end
endmodule
==> design/flow/run.sh <==
#!/bin/bash
# OpenROAD 26Q1-2900-gdf79404cd8, Yosys 0.63+post, stock flow scripts
make -C /OpenROAD-flow-scripts/flow DESIGN_CONFIG=/design/flow/config.mk WORK_HOME=/design/flow/orfs finish
==> design/flow/config.mk <==
export PLATFORM = sky130hd
export DESIGN_NAME = drebezg
export DESIGN_NICKNAME = drebezg
export VERILOG_FILES = /design/flow/design.v
export SDC_FILE = /design/flow/constraint.sdc
export NUM_CORES = 4
export LEC_CHECK = 1
export CORE_AREA = 10 10 91 91
export DIE_AREA = 0 0 101 101
==> design/flow/constraint.sdc <==
current_design drebezg

set clk_period 4.1
set clk_io_pct 0.2

create_clock -name clk0 -period $clk_period [get_ports {clk_i}]

set non_clock_inputs [all_inputs -no_clocks]
set_input_delay [expr $clk_period * $clk_io_pct] -clock clk0 $non_clock_inputs
set_output_delay [expr $clk_period * $clk_io_pct] -clock clk0 [all_outputs]
==> results.txt <==
impl run done, here's what came out: Hold Crit Start sw_r[0], crit path time final 1980 ps, Cell area leaders dfrtp_1 (50%), xnor2_1 (8.3%), nor2_1 (5.6%), arrival time of the worst setup path between 1000 and 1500 ps, RSZ-0062 raised after global routing no, Final Core Density around 18%, Post-CTS Hold Fix Bufs 0, H-tree depth 1, Hold Slack 349 ps, Rows 29, Clock Latency Late Sink 250 ps, PD cells 315 nW/µm², WL/cell 8.61 µm, DR DRC count 0, cell-internal power 284 µW, crit-path max FO 5, clk sinks 21, Max Fclk around 500 MHz, CTS tree done, skew final between 2 and 3 ps, initial antenna violation count 0, dpl hpwl approximately 1.0 mm, crit path cell chain clkdlybuf4s50_1, # Post-CTS Setup Buffers 0, syn avg cell area 10.7 µm², Synth Seq Share 54.6%, Tot Pwr about 360 µW, Worst path max stage delay approximately 500 ps, DR vias approximately 600, fin cells about 170, # setup viols final 0, Synth area leader dfrtp_1, clock network power share a little over a third, post-route ant nets 0, number of global-route vias before repair just over 600, area delta synth->final 20.7%, OpenROAD warning count 25, YS chip area between 900 and 1000 µm², Max Slew Vio Count 0, worst setup path start sw_state_o, Ports 6, placed inst area 1090 µm², Post-synth EDFFs 0, Synth cell types 24, Tcrit/Tclk final between 40 and 50%, FFs w/ async S/R, synth just over 90%, first-pass GRT wire length between 2 and 3 mm, clk root buf clkbuf_8, overall global routing resource usage between 3 and 4%, Die W 101 µm, yosys cell count roughly 88, Pre-Place Util about 15%, ys flops 21, worst vdd ir 190 µV, Mapped Area 945 µm², grt ovf 0, largest net degree at the start of global routing 20, Die Y roughly 100 µm, final worst slack 2120 ps, Hold Violations, Final 0, layout cells sized above 1 a little under a tenth, RD Place Congestion between 0.7 and 0.8, DIE AREA just over 10000 µm², initial drt markers 15, diode count 0, vias per cell ~3.5, Synth top cell by count dfrtp_1, setup TNS 0 ps, Worst EP required 3280 ps, YS warnings 1, P_leak 0.430 nW, Buf/Inv on CP 1, Slew headroom 51.7%, Reg power frac roughly 60%, cell family with most CP delay buffers and inverters, Top FF cell, synth dfrtp_1, Initial DRT Pass Iterations 3, worst r2r src sw_count[0], P_sw 74.7 µW, post-CTS resize count 0, Critical Path Sink Type output pin, routed wire length around 1.5 mm, IO Port Bufs 5, design area 1140 µm², crit path launch type flip-flop, pre-CTS WS 2320 ps, core area roughly 6300 µm², HP Class reg2reg, run status finished, final reports clean, Clock transition at path regs about 70 ps, placed insts roughly 170, top cells by count dfrtp_1 (19), nor2_1 (14), xnor2_1 (9), Area leader share 50.3%, CTS max path bufs 2, Logic pwr share under 10%, Max Cap Viol 0, Net Sw Frac 20.8%, Worst Max-Slew Pin Slew between 700 and 800 ps, cells after synthesis around 88, CTS buffer count 3, critical setup path kind reg2out, Worst path slowest cell clkdlybuf4s50_1
power groups by stage:
stage,Sequential (mW),Combinational [mW],Clock [mW]
4_1_cts,0.214,0.0141,0.137
5_1_grt,0.215,0.0159,0.143
6_report,0.214,0.0136,0.131
final cells by class:
class                      count  area (µm²)
timing repair buffer           6        57.6
sequential                    21         515
inverter                       4        15.0
clock buffer                   4        45.0
fill                         680        5210
tap                           77        96.3
multi-input combinational     62         410
state kept, by name (all words and copies together), names as in the netlist:
name        cells
sw_state_o      1
sw_r            2
sw_count       16
sw_down_o       1
sw_up_o         1
cells by family (layout without fill, tap and decap cells):
group	after synthesis	after routing	synth area share [%]
AND-OR/OR-AND	4	4	2.12
XOR/XNOR	14	14	13.0
adder cells (fa/ha/maj)	1	1	1.32
buffers and inverters	5	14	1.99
flip-flops	21	21	54.6
AND/OR/NAND/NOR	43	43	27.0
worst paths after layout:
kind / endpoint / slack, ps / cells past startpoint
max: sw_state_o / 2120 / 1
min: sw_r[1] / 350 / 0
max reg2reg: sw_state_o / 2410 / 5
min reg2reg: sw_r[1] / 350 / 0
max in group asynchronous: sw_count[13] / 2660 / 2
min in group asynchronous: sw_count[0] / 980 / 2
layer usage:
metal | part of all wire (%) | vias up | global-route usage (%)
met5 | 0 | - | 0
met4 | 1.7 | 0 | 0.857
met3 | 2.3 | 2 | 0.624
met1 | 48 | 285 | 4.01
li1 | - | 314 | -
met2 | 48 | 3 | 4.96
cells in the final DEF, fill, tap and decap left out, drive strengths merged:
master,count
a21oi,2
inv,4
and3,2
clkbuf,4
dfxtp,2
nand4,3
nor2b,2
nor2,14
nor3,2
and2,1
nand3,7
buf,1
xnor2,9
nand2,4
nor4b,1
xor2,5
ha,1
dfrtp,19
clkdlybuf4s50,5
nor4,3
and4,1
o21ai,2
or3,3
No activity file was given, so power comes from the tool's default toggle rates.
